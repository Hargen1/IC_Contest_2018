===== /design/flow/run.sh =====
#!/bin/bash
# OpenROAD 26Q1-2900-gdf79404cd8, Yosys 0.63+post, stock flow scripts
make -C /OpenROAD-flow-scripts/flow DESIGN_CONFIG=/design/flow/config.mk WORK_HOME=/design/flow/orfs finish

===== /design/flow/config.mk =====
export PLATFORM = sky130hd
export DESIGN_NAME = huffman
export DESIGN_NICKNAME = huffman
export VERILOG_FILES = /design/flow/design.v
export SDC_FILE = /design/flow/constraint.sdc
export NUM_CORES = 4
export LEC_CHECK = 1
export CORE_UTILIZATION = 40

===== /design/flow/constraint.sdc =====
current_design huffman

set clk_period 24.7
set clk_io_pct 0.2

create_clock -name clk0 -period $clk_period [get_ports {clk}]

set non_clock_inputs [all_inputs -no_clocks]
set_input_delay [expr $clk_period * $clk_io_pct] -clock clk0 $non_clock_inputs
set_output_delay [expr $clk_period * $clk_io_pct] -clock clk0 [all_outputs]

===== /design/flow/design.v =====
module huffman(clk, reset, gray_data, gray_valid, CNT_valid, CNT1, CNT2, CNT3, CNT4, CNT5, CNT6,
    code_valid, HC1, HC2, HC3, HC4, HC5, HC6, M1, M2, M3, M4, M5, M6);
input clk;
input reset;
input gray_valid;
input [7:0] gray_data;
output reg CNT_valid;
output [7:0] CNT1, CNT2, CNT3, CNT4, CNT5, CNT6;
output reg code_valid;
output [7:0] HC1, HC2, HC3, HC4, HC5, HC6;
output [7:0] M1, M2, M3, M4, M5, M6;
reg [7:0] HC[0:5];
reg [7:0] M[0:5];
reg [2:0] state;
reg [2:0] n_state;
reg [7:0] weight[0:5];
reg [6:0] symbol_temp[0:5];
reg [6:0] count;
reg [6:0] symbol[0:5];
reg [5:0] tree[0:3];
reg [6:0] tree_weight[0:3];
reg flag;
reg [2:0] sort_cnt;
reg [6:0] current_weight;
reg [5:0] current_tree;
reg [5:0] high;
reg [5:0] low;
reg [1:0] base_cnt;
reg [7:0] gray_data_temp;
parameter IDLE    = 0;
parameter INPUT   = 1;
parameter SORT    = 2;
parameter ENCODE  = 3;
parameter DECODE  = 4;
parameter OUT     = 5;
integer i;
always @(posedge clk or posedge reset) begin
	if (reset) begin
		state <= IDLE;
	end
	else begin
		state <= n_state;
	end
end
always @(*) begin
	case(state)
		IDLE: begin
			if(gray_valid) n_state = INPUT;
			else n_state = state;
		end
		INPUT: begin
			if(count == 100) n_state = SORT;
			else n_state = state;
		end
		SORT: begin
			if(count == 5) n_state = ENCODE;
			else n_state = state;
		end
		ENCODE: begin
			if(count == 4) n_state = DECODE;
			else n_state = state;
		end
		DECODE: begin
			if(sort_cnt == 4) n_state = OUT;
			else n_state = state;
		end
		default: n_state = state;
	endcase
end
always @(posedge clk or posedge reset) begin
	if (reset) begin
		sort_cnt <= 0;
	end
	else begin
		case(state)
			SORT: sort_cnt <= (sort_cnt == 5)? 0 : (sort_cnt + 1);
			ENCODE: begin
				if (count == 4) begin
					sort_cnt <= 3;
				end
				else if (flag == 0) begin
					if(weight[count] + weight[count + 1] > weight[count + 2]) sort_cnt <= sort_cnt + 1;
					else sort_cnt <= 0;
				end
				else begin
					if(tree_weight[count] > weight[count + sort_cnt + 2]) sort_cnt <= sort_cnt + 1;
					else sort_cnt <= 0;
				end
			end
			DECODE: sort_cnt <= (sort_cnt == 0)? 5 : (sort_cnt - 1);
			default: sort_cnt <= sort_cnt;
		endcase
	end
end
always @(posedge clk or posedge reset) begin
	if (reset) begin
		gray_data_temp <= 0;
	end
	else begin
		gray_data_temp <= gray_data;
	end
end
always @(posedge clk or posedge reset) begin
	if (reset) begin
		for(i = 0; i < 6; i = i + 1) begin
			weight[i] <= 0;
		end
	end
	else begin
		case(state)
			INPUT: begin
				case(gray_data_temp)
					6: weight[0] <= weight[0] + 1;
					5: weight[1] <= weight[1] + 1;
					4: weight[2] <= weight[2] + 1;
					3: weight[3] <= weight[3] + 1;
					2: weight[4] <= weight[4] + 1;
					1: weight[5] <= weight[5] + 1;
					default: begin
						for(i = 0; i < 6; i = i + 1) begin
							weight[i] <= weight[i];
						end
					end
				endcase
			end
			SORT: begin
				if (weight[sort_cnt[0]] > weight[sort_cnt[0] + 1]) begin
					weight[sort_cnt[0]] <= weight[sort_cnt[0] + 1];
					weight[sort_cnt[0] + 1] <= weight[sort_cnt[0]];
				end
				else begin
					weight[sort_cnt[0]] <= weight[sort_cnt[0]];
					weight[sort_cnt[0] + 1] <= weight[sort_cnt[0] + 1];
				end
				if (weight[sort_cnt[0] + 2] > weight[sort_cnt[0] + 3]) begin
					weight[sort_cnt[0] + 2] <= weight[sort_cnt[0] + 3];
					weight[sort_cnt[0] + 3] <= weight[sort_cnt[0] + 2];
				end
				else begin
					weight[sort_cnt[0] + 2] <= weight[sort_cnt[0] + 2];
					weight[sort_cnt[0] + 3] <= weight[sort_cnt[0] + 3];
				end
				if (weight[sort_cnt[0] + 4] > weight[sort_cnt[0] + 5]) begin
					weight[sort_cnt[0] + 4] <= weight[sort_cnt[0] + 5];
					weight[sort_cnt[0] + 5] <= weight[sort_cnt[0] + 4];
				end
				else begin
					weight[sort_cnt[0] + 4] <= weight[sort_cnt[0] + 4];
					weight[sort_cnt[0] + 5] <= weight[sort_cnt[0] + 5];
				end
			end
			ENCODE: begin
				if(flag == 1) begin
					if(weight[count + sort_cnt] > weight[count + 1 + sort_cnt]) begin
						weight[count + sort_cnt] <= weight[count + 1 + sort_cnt];
						weight[count + 1 + sort_cnt] <= weight[count + sort_cnt];
					end
					else begin
						weight[count + 1 + sort_cnt] <= weight[count + 1 + sort_cnt];
						weight[count + 2 + sort_cnt] <= weight[count + 2 + sort_cnt];
					end
				end
				else begin
					weight[count + 1] <= weight[count] + weight[count + 1];
				end
			end
			default: begin
				for(i = 0; i < 6; i = i + 1) begin
					weight[i] <= weight[i];
				end
			end
		endcase
	end
end
always @(posedge clk or posedge reset) begin
	if (reset) begin
		symbol[5] <= 6'b000001;
		symbol[4] <= 6'b000010;
		symbol[3] <= 6'b000100;
		symbol[2] <= 6'b001000;
		symbol[1] <= 6'b010000;
		symbol[0] <= 6'b100000;
	end
	else begin
		case(state)
			SORT: begin
				if (weight[sort_cnt[0]] > weight[sort_cnt[0] + 1]) begin
					symbol[sort_cnt[0]] <= symbol[sort_cnt[0] + 1];
					symbol[sort_cnt[0] + 1] <= symbol[sort_cnt[0]];
				end
				else begin
					symbol[sort_cnt[0]] <= symbol[sort_cnt[0]];
					symbol[sort_cnt[0] + 1] <= symbol[sort_cnt[0] + 1];
				end
				if (weight[sort_cnt[0] + 2] > weight[sort_cnt[0] + 3]) begin
					symbol[sort_cnt[0] + 2] <= symbol[sort_cnt[0] + 3];
					symbol[sort_cnt[0] + 3] <= symbol[sort_cnt[0] + 2];
				end
				else begin
					symbol[sort_cnt[0] + 2] <= symbol[sort_cnt[0] + 2];
					symbol[sort_cnt[0] + 3] <= symbol[sort_cnt[0] + 3];
				end
				if (sort_cnt[0] == 1) begin
					symbol[sort_cnt[0] + 4] <= symbol[sort_cnt[0] + 4];
				end
				else begin
					if (weight[sort_cnt[0] + 4] > weight[sort_cnt[0] + 5]) begin
						symbol[sort_cnt[0] + 4] <= symbol[sort_cnt[0] + 5];
						symbol[sort_cnt[0] + 5] <= symbol[sort_cnt[0] + 4];
					end
					else begin
						symbol[sort_cnt[0] + 4] <= symbol[sort_cnt[0] + 4];
						symbol[sort_cnt[0] + 5] <= symbol[sort_cnt[0] + 5];
					end
				end
			end
			ENCODE: begin
				if(flag == 1) begin
					if(weight[count + sort_cnt] > weight[count + 1 + sort_cnt]) begin
						symbol[count + sort_cnt] <= symbol[count + 1 + sort_cnt];
						symbol[count + 1 + sort_cnt] <= symbol[count + sort_cnt];
					end
					else begin
						symbol[count + 1 + sort_cnt] <= symbol[count + 1 + sort_cnt];
						symbol[count + 2 + sort_cnt] <= symbol[count + 2 + sort_cnt];
					end
				end
				else begin
					symbol[count + 1] <= symbol[count] + symbol[count + 1];
				end
			end
			default: begin
				for(i = 0; i < 6; i = i + 1) begin
					symbol[i] <= symbol[i];
				end
			end
		endcase
	end
end
always @(posedge clk or posedge reset) begin
	if (reset) begin
		for(i = 0; i < 6; i = i + 1) begin
			symbol_temp[i] <= 0;
		end
	end
	else begin
		case(state)
			SORT: begin
				for(i = 0; i < 6; i = i + 1) begin
					symbol_temp[i] <= symbol[i];
				end
			end
			default: begin
				for(i = 0; i < 6; i = i + 1) begin
					symbol_temp[i] <= symbol_temp[i];
				end
			end
		endcase
	end
end
always @(posedge clk or posedge reset) begin
	if (reset) begin
		count <= 0;
	end
	else begin
		case(state)
			INPUT: count <= (count == 100)? 0 : (count + 1);
			SORT: count <= (count == 5)? 0 : (count + 1);
			ENCODE: begin
				if (flag == 0) begin
					if(weight[count] + weight[count + 1] > weight[count + 2]) count <= count;
					else count <= count + 1;
				end
				else begin
					if(tree_weight[count] > weight[count + sort_cnt + 2]) count <= count;
					else count <= count + 1;
				end
			end
			default: count <= count;
		endcase
	end
end
always @(posedge clk or posedge reset) begin
	if (reset) begin
		CNT_valid <= 0;
	end
	else begin
		if(count == 100 && state == INPUT) CNT_valid <= 1;
		else CNT_valid <= 0;
	end
end
assign CNT6 = weight[0];
assign CNT5 = weight[1];
assign CNT4 = weight[2];
assign CNT3 = weight[3];
assign CNT2 = weight[4];
assign CNT1 = weight[5];
always @(posedge clk or posedge reset) begin
	if (reset) begin
		flag <= 0;
	end
	else begin
		case(state)
			ENCODE: begin
				if (flag == 0) begin
					if(weight[count] + weight[count + 1] > weight[count + 2]) flag <= 1;
					else flag <= flag;
				end
				else begin
					if(tree_weight[count] > weight[count + sort_cnt + 2]) flag <= flag;
					else flag <= 0;
				end
			end
			default: flag <= flag;
		endcase
	end
end
always @(posedge clk or posedge reset) begin
	if (reset) begin
		base_cnt <= 0;
	end
	else begin
		case(state)
			ENCODE: begin
				if(sort_cnt == 2) base_cnt <= base_cnt + 1;
				else base_cnt <= base_cnt;
			end
			DECODE: begin
				if (current_tree[0] + current_tree[1] + current_tree[2] + current_tree[3] + current_tree[4] + current_tree[5] == 2) base_cnt <= base_cnt - 1;
				else base_cnt <= base_cnt;
			end
			default: base_cnt <= base_cnt;
		endcase
	end
end
always @(posedge clk or posedge reset) begin
	if (reset) begin
		for(i = 0; i < 4; i = i + 1) begin
			tree[i] <= 0;
		end
	end
	else begin
		case(state)
			ENCODE: begin
				tree[count] <= (flag == 0)? ( symbol[count] + symbol[count + 1] ) : tree[count];
			end
			default: begin
				for(i = 0; i < 4; i = i + 1) begin
					tree[i] <= tree[i];
				end
			end
		endcase
	end
end
always @(posedge clk or posedge reset) begin
	if (reset) begin
		for(i = 0; i < 4; i = i + 1) begin
			tree_weight[i] <= 0;
		end
	end
	else begin
		case(state)
			ENCODE: begin
				tree_weight[count] <= (flag == 0)? ( weight[count] + weight[count + 1] ) : tree_weight[count];
			end
			default: begin
				for(i = 0; i < 4; i = i + 1) begin
					tree_weight[i] <= tree_weight[i];
				end
			end
		endcase
	end
end
always @(posedge clk or posedge reset) begin
	if (reset) begin
		current_weight <= 7'd100;
	end
	else begin
		case(state)
			DECODE: begin
				current_weight <= (sort_cnt == 5)? 0 : (tree_weight[sort_cnt]);
			end
			default: current_weight <= current_weight;
		endcase
	end
end
always @(posedge clk or posedge reset) begin
	if (reset) begin
		current_tree <= 6'b111111;
	end
	else begin
		case(state)
			DECODE: begin
				current_tree <= (sort_cnt == 5)? 0 : (tree[sort_cnt]);
			end
			default: current_tree <= current_tree;
		endcase
	end
end
always @(posedge clk or posedge reset) begin
	if (reset) begin
		low <= 0;
	end
	else begin
		case(state)
			DECODE: begin
				if (current_tree[0] + current_tree[1] + current_tree[2] + current_tree[3] + current_tree[4] + current_tree[5] == 2) begin
					low <= symbol_temp[ ( base_cnt << 1 ) ];
				end
				else begin
					if (current_weight - tree_weight[sort_cnt] < tree_weight[sort_cnt]) begin
						low <= (sort_cnt == 5)? 0 : (current_tree ^ tree[sort_cnt]);
					end
					else begin
						low <= (sort_cnt == 5)? 0 : (tree[sort_cnt]);
					end
				end
			end
			default: low <= low;
		endcase
	end
end
always @(posedge clk or posedge reset) begin
	if (reset) begin
		high <= 0;
	end
	else begin
		case(state)
			DECODE: begin
				if (current_tree[0] + current_tree[1] + current_tree[2] + current_tree[3] + current_tree[4] + current_tree[5] == 2) begin
					high <= symbol_temp[ ( base_cnt << 1 ) + 1 ];
				end
				else begin
					if (current_weight - tree_weight[sort_cnt] < tree_weight[sort_cnt]) begin
						high <= (sort_cnt == 5)? 0 : (tree[sort_cnt]);
					end
					else begin
						high <= (sort_cnt == 5)? 0 : (current_tree ^ tree[sort_cnt]);
					end
				end
			end
			default: high <= high;
		endcase
	end
end
always @(posedge clk or posedge reset) begin
	if (reset) begin
		for(i = 0; i < 6; i = i + 1) begin
			HC[i] <= 0;
		end
	end
	else begin
		case(state)
			DECODE: begin
				if(low[0] == 1) HC[0] <= ( HC[0] << 1 ) + 1;
				else if(high[0] == 1) HC[0] <= ( HC[0] << 1 );
				else HC[0] <= HC[0];
				if(low[1] == 1) HC[1] <= ( HC[1] << 1 ) + 1;
				else if(high[1] == 1) HC[1] <= ( HC[1] << 1 );
				else HC[1] <= HC[1];
				if(low[2] == 1) HC[2] <= ( HC[2] << 1 ) + 1;
				else if(high[2] == 1) HC[2] <= ( HC[2] << 1 );
				else HC[2] <= HC[2];
				if(low[3] == 1) HC[3] <= ( HC[3] << 1 ) + 1;
				else if(high[3] == 1) HC[3] <= ( HC[3] << 1 );
				else HC[3] <= HC[3];
				if(low[4] == 1) HC[4] <= ( HC[4] << 1 ) + 1;
				else if(high[4] == 1) HC[4] <= ( HC[4] << 1 );
				else HC[4] <= HC[4];
				if(low[5] == 1) HC[5] <= ( HC[5] << 1 ) + 1;
				else if(high[5] == 1) HC[5] <= ( HC[5] << 1 );
				else HC[5] <= HC[5];
			end
			default: begin
				for(i = 0; i < 6; i = i + 1) begin
					HC[i] <= HC[i];
				end
			end
		endcase
	end
end
assign HC1 = HC[0];
assign HC2 = HC[1];
assign HC3 = HC[2];
assign HC4 = HC[3];
assign HC5 = HC[4];
assign HC6 = HC[5];
always @(posedge clk or posedge reset) begin
	if (reset) begin
		for(i = 0; i < 6; i = i + 1) begin
			M[i] <= 0;
		end
	end
	else begin
		case(state)
			DECODE: begin
				if(low[0] == 1) M[0] <= ( M[0] << 1 ) + 1;
				else if(high[0] == 1)M[0] <= ( M[0] << 1 ) + 1;
				else M[0] <= M[0];
				if(low[1] == 1) M[1] <= ( M[1] << 1 ) + 1;
				else if(high[1] == 1) M[1] <= ( M[1] << 1 ) + 1;
				else M[1] <= M[1];
				if(low[2] == 1) M[2] <= ( M[2] << 1 ) + 1;
				else if(high[2] == 1) M[2] <= ( M[2] << 1 ) + 1;
				else M[2] <= M[2];
				if(low[3] == 1) M[3] <= ( M[3] << 1 ) + 1;
				else if(high[3] == 1) M[3] <= ( M[3] << 1 ) + 1;
				else M[3] <= M[3];
				if(low[4] == 1) M[4] <= ( M[4] << 1 ) + 1;
				else if(high[4] == 1) M[4] <= ( M[4] << 1 ) + 1;
				else M[4] <= M[4];
				if(low[5] == 1) M[5] <= ( M[5] << 1 ) + 1;
				else if(high[5] == 1) M[5] <= ( M[5] << 1 ) + 1;
				else M[5] <= M[5];
			end
			default: begin
				for(i = 0; i < 6; i = i + 1) begin
					M[i] <= M[i];
				end
			end
		endcase
	end
end
assign M1 = M[0];
assign M2 = M[1];
assign M3 = M[2];
assign M4 = M[3];
assign M5 = M[4];
assign M6 = M[5];
always @(posedge clk or posedge reset) begin
	if (reset) begin
		code_valid <= 0;
	end
	else begin
		case(state)
			OUT: code_valid <= 1;
			default: code_valid <= code_valid;		
		endcase
	end
end
endmodule

==> metrics.csv <==
metric;value;unit
r2r_end;weight[3][4];
required;25.17;ns
openroad.warnings;42;
cts_setup_buffers;0;
worst_setup_path_end_kind;flip-flop;
slew_violations;0;
final-comb-area;0.0173;mm2
leakage;0.0127;uW
cts_resized;0;
ff_type;dfrtp_1;
yosys_area;0.0270;mm2
hold_path_depth;1;
fp_util;0.407;
core.rowCount;94;
drc_errors;0;
final.min_clock_period;7.26;ns
finalClockPeriodUsage;0.294;
critPathBufInv;3;
worst_slew_pin_slew;1.11;ns
synth.distinct_cells;116;
path_delay_family;simple AND/OR/NAND/NOR gates;
first_global_vias;26400;
path_cells;ha_1 -> inv_1 -> fa_2 -> buf_4 -> buf_4 -> nand2b_1 -> mux2i_1 -> a21oi_1 -> o21ai_1 -> ha_1 -> a211oi_1 -> nor2_1 -> nand4bb_1 -> nand2_1 -> o311a_1 -> nor3_4 -> o221ai_1 -> o22a_1;
cts_buffer_depth;3;
ys_seq_frac;0.299;
hold_violations;0;
reg2reg_slack;17.44;ns
grt_setup_unrepaired;false;
synthToLayoutAreaGrowth;14.8;%
fill_cells;6203;
dieWidth;262;um
die_area;0.0686;mm2
core_area;0.0663;mm2
worstPathMaxFanout;41;
cts_buffers;39;
cap_viol_max_count;0;
yosys-stat-cells;3245;
postRouteAntennaNets;0;
ys_sh_mux;0.101;
cts_tree;done;
xor_share;0.0264;
hold_buffers;0;
setup_viol;0;
yosys_warnings;8;
syn_inst;3245;
cts.sinks;322;
post-dp-hpwl;92.5;mm
min_from;code_valid;
worstPathArrival;7.74;ns
max_slew_margin;0.251;
via_per_inst;6.79;
final_layout_size_suffix_gt1_frac;0.155;
synthArstFlopShare;1.00;
finalPower;1130;uW
synth_area_leader_cell;dfrtp_1;
crit_slowest_cell;dfrtp_4;
path_class;reg2reg;
clock_skew;0.0422;ns
pre_cts_ws;17.41;ns
ys_sh_aoi;0.300;
finalWirelength;133;mm
drt_iter0_markers;3750;
simple_gate_area_frac;0.159;
synthTopLogicFamily;AND-OR/OR-AND gates;
vias;28500;
io_buffers;156;
overflow;0;
io_pins;157;
holdWs;0.463;ns
die_y;262;um
status;finished clean;
hold_class;reg2reg;
r2r-start;sort_cnt[0];
grt_pass1_wl;190;mm
synthTopCellsByArea;dfrtp_1 (28%), mux2_2 (6.4%), ha_1 (4.6%);
fin_tns_setup;0;ns
avgSynthCellArea;8.32;um2
final.setup.worst_slack;17.44;ns
max_freq;138;MHz
layout_top_cell;nor2_1;
peakVddDrop;40.8;uV
antennaDiodeCount;0;
grt_antenna_before_repair;1;
synth_top_area_share;0.284;
edf_count;0;
insertion_delay;0.60;ns
startpoint_type;flip-flop;
mostFrequentLayoutCells;nor2_1 (311), dfrtp_1 (300), nand2_1 (294), a21oi_1 (243), o21ai_0 (186);
grt_max_degree;90;
area.sequential;0.00809;mm2
ys.flops;322;
root_buffer;clkbuf_16;
holdPathEnd;code_valid;
track_usage;0.397;
power_density;36.4;mW/mm2
place.gp.congestion;1.08;
firstDrtPassIters;10;
r2r_cells;18;
synth_area;0.0270;mm2
max_stage_delay;0.66;ns
cts_max_level;2;
post_drt_wl_per_cell;31.8;um
clkTransAtPathRegs;0.07;ns
ys_sh_adder;0.0530;
[power by group]
group | leakage [uW] | switching [uW] | total (uW) | internal, uW
sequential | 0.00441 | 0.308 | 529 | 528
combinational | 0.00761 | 11.1 | 13.2 | 2.04
clock | 0.000631 | 248 | 586 | 338
total | 0.0127 | 260 | 1130 | 868
[metrics by stage]
| step | util | instance area, um2 | std cells |
|---|---|---|---|
| after global placement | 0.448 | 29700 | 4123 |
| after global routing | 0.467 | 31000 | 4193 |
| final | 0.467 | 31000 | 4193 |
| after detailed placement | 0.448 | 29700 | 4123 |
| after CTS | 0.467 | 31000 | 4193 |
| after floorplan | - | 27000 | 3245 |
[per-layer routing]
layer / up-vias / GRT usage / wire, um
met3: 428 / 0.141 / 16600
met4: 2 / 0.195 / 8350
li1: 12400 / - / -
met5: - / 0 / 13
met1: 13800 / 0.550 / 53000
met2: 1914 / 0.556 / 55200
[logic make-up (layout without fill, tap and decap cells)]
family,after synthesis,count (layout)
muxes,250,250
buffers and inverters,403,487
DFF,322,322
xor gates and xnor gates,65,65
AOI/OAI and AO/OA,1157,1157
adders and majority gates,109,109
and+or+nand+nor,939,939
[layout make-up]
| type | instances | area share |
|---|---|---|
| Multi-Input combinational cell | 2520 | 0.558 |
| Tap cell | 864 | 0.0349 |
| Sequential cell | 322 | 0.261 |
| Clock buffer | 62 | 0.0375 |
| Timing Repair Buffer | 336 | 0.0940 |
| Clock inverter | 8 | 0.00444 |
| Inverter | 81 | 0.0101 |
[worst max path at each step]
stage	startpoint	endpoint	depth (start not counted)
5_1_grt	sort_cnt[0]	weight[5][3]	18
4_1_cts	sort_cnt[0]	weight[3][4]	18
6_report	sort_cnt[0]	weight[3][4]	18
[synthesized netlist by cell type (12+ instances only)]
cell	count
xnor2_1	39
nand2b_1	30
mux2i_1	95
ha_1	100
mux2_2	153
and3_1	28
nand2_1	294
a31o_2	12
inv_1	73
buf_1	23
a221oi_1	29
nor2b_1	19
xor2_1	15
o22ai_1	49
nand3_1	84
and2_1	15
nand4_1	20
a222oi_1	72
o211ai_1	53
o21ai_1	49
dfstp_2	16
a211oi_1	32
dfrtp_1	306
a21o_1	23
a21boi_0	16
a21oi_1	243
nor3_1	60
a31oi_1	79
buf_2	50
a22o_1	29
a22oi_1	28
o221ai_1	46
o21a_1	19
o21ai_0	187
nor2_1	313
clkbuf_1	233
o31ai_1	19
[flip-flops by register name, summed over array words and instances, names as in the netlist, 7 cells and up]
| name | count |
|---|---|
| gray_data_temp | 8 |
| tree_weight | 28 |
| weight | 48 |
| count | 7 |
| M | 48 |
| symbol_temp | 36 |
| tree | 24 |
| symbol | 36 |
| HC | 48 |
| current_weight | 7 |
Power is estimated from default activity; no workload was simulated.
